===== flow/config.mk =====
export PLATFORM = sky130hd
export DESIGN_NAME = axi_slave_dut
export DESIGN_NICKNAME = axi_slave_dut
export VERILOG_FILES = /design/flow/design.v
export SDC_FILE = /design/flow/constraint.sdc
export NUM_CORES = 4
export LEC_CHECK = 1
export CORE_UTILIZATION = 30

===== flow/constraint.sdc =====
current_design axi_slave_dut

set clk_period 7.8
set clk_io_pct 0.2

create_clock -name clk0 -period $clk_period [get_ports {ACLK}]

set non_clock_inputs [all_inputs -no_clocks]
set_input_delay [expr $clk_period * $clk_io_pct] -clock clk0 $non_clock_inputs
set_output_delay [expr $clk_period * $clk_io_pct] -clock clk0 [all_outputs]

===== flow/design.v =====
bind sim_top ahb_protocol_sva bind_ahb_sva (
    .HCLK(vif.HCLK),
    .HRESETn(vif.HRESETn),
    .HADDR(vif.HADDR),
    .HWRITE(vif.HWRITE),
    .HSEL(vif.HSEL),
    .HTRANS(vif.HTRANS),
    .HBURST(vif.HBURST),
    .HSIZE(vif.HSIZE),
    .HWDATA(vif.HWDATA),
    .HMASTLOCK(vif.HMASTLOCK),
    .HRDATA(vif.HRDATA),
    .HREADY(vif.HREADY),
    .HRESP(vif.HRESP)
);
bind sim_top apb_protocol_sva bind_apb_sva (
    .PCLK(vif.PCLK),
    .PRESETn(vif.PRESETn),
    .PADDR(vif.PADDR),
    .PWRITE(vif.PWRITE),
    .PSEL(vif.PSEL),
    .PENABLE(vif.PENABLE),
    .PWDATA(vif.PWDATA),
    .PREADY(vif.PREADY),
    .PRDATA(vif.PRDATA),
    .PSLVERR(vif.PSLVERR)
);
bind sim_top axi_protocol_sva bind_axi_sva (
    .ACLK       (vif.ACLK),
    .ARESETn    (vif.ARESETn),
    .AWID       (vif.AWID),
    .AWADDR     (vif.AWADDR),
    .AWLEN      (vif.AWLEN),
    .AWSIZE     (vif.AWSIZE),
    .AWBURST    (vif.AWBURST),
    .AWVALID    (vif.AWVALID),
    .AWREADY    (vif.AWREADY),
    .WDATA      (vif.WDATA),
    .WSTRB      (vif.WSTRB),
    .WLAST      (vif.WLAST),
    .WVALID     (vif.WVALID),
    .WREADY     (vif.WREADY),
    .BID        (vif.BID),
    .BRESP      (vif.BRESP),
    .BVALID     (vif.BVALID),
    .BREADY     (vif.BREADY),
    .ARID       (vif.ARID),
    .ARADDR     (vif.ARADDR),
    .ARLEN      (vif.ARLEN),
    .ARSIZE     (vif.ARSIZE),
    .ARBURST    (vif.ARBURST),
    .ARVALID    (vif.ARVALID),
    .ARREADY    (vif.ARREADY),
    .RID        (vif.RID),
    .RDATA      (vif.RDATA),
    .RRESP      (vif.RRESP),
    .RLAST      (vif.RLAST),
    .RVALID     (vif.RVALID),
    .RREADY     (vif.RREADY)
);
interface axi_if #(
    parameter ADDR_WIDTH = 32,
    parameter DATA_WIDTH = 32,
    parameter ID_WIDTH   = 4,
    parameter USER_WIDTH = 4
)(
    input logic ACLK,
    input logic ARESETn
);
    logic [ID_WIDTH-1:0]     AWID;
    logic [ADDR_WIDTH-1:0]   AWADDR;
    logic [7:0]              AWLEN;
    logic [2:0]              AWSIZE;
    logic [1:0]              AWBURST;
    logic                    AWLOCK;
    logic [3:0]              AWCACHE;
    logic [2:0]              AWPROT;
    logic [3:0]              AWQOS;
    logic                    AWVALID;
    logic                    AWREADY;
    logic [DATA_WIDTH-1:0]   WDATA;
    logic [(DATA_WIDTH/8)-1:0] WSTRB;
    logic                    WLAST;
    logic                    WVALID;
    logic                    WREADY;
    logic [ID_WIDTH-1:0]     BID;
    logic [1:0]              BRESP;
    logic                    BVALID;
    logic                    BREADY;
    logic [ID_WIDTH-1:0]     ARID;
    logic [ADDR_WIDTH-1:0]   ARADDR;
    logic [7:0]              ARLEN;
    logic [2:0]              ARSIZE;
    logic [1:0]              ARBURST;
    logic                    ARLOCK;
    logic [3:0]              ARCACHE;
    logic [2:0]              ARPROT;
    logic [3:0]              ARQOS;
    logic                    ARVALID;
    logic                    ARREADY;
    logic [ID_WIDTH-1:0]     RID;
    logic [DATA_WIDTH-1:0]   RDATA;
    logic [1:0]              RRESP;
    logic                    RLAST;
    logic                    RVALID;
    logic                    RREADY;
endinterface
module axi_slave_dut #(
    parameter ADDR_WIDTH = 32,
    parameter DATA_WIDTH = 32,
    parameter ID_WIDTH   = 4
)(
    input  logic ACLK,
    input  logic ARESETn,
    input  logic [ID_WIDTH-1:0]    AWID,
    input  logic [ADDR_WIDTH-1:0]  AWADDR,
    input  logic [7:0]             AWLEN,
    input  logic [2:0]             AWSIZE,
    input  logic [1:0]             AWBURST,
    input  logic                   AWLOCK,
    input  logic [3:0]             AWCACHE,
    input  logic [2:0]             AWPROT,
    input  logic [3:0]             AWQOS,
    input  logic                   AWVALID,
    output logic                   AWREADY,
    input  logic [DATA_WIDTH-1:0]  WDATA,
    input  logic [(DATA_WIDTH/8)-1:0] WSTRB,
    input  logic                   WLAST,
    input  logic                   WVALID,
    output logic                   WREADY,
    output logic [ID_WIDTH-1:0]    BID,
    output logic [1:0]             BRESP,
    output logic                   BVALID,
    input  logic                   BREADY,
    input  logic [ID_WIDTH-1:0]    ARID,
    input  logic [ADDR_WIDTH-1:0]  ARADDR,
    input  logic [7:0]             ARLEN,
    input  logic [2:0]             ARSIZE,
    input  logic [1:0]             ARBURST,
    input  logic                   ARLOCK,
    input  logic [3:0]             ARCACHE,
    input  logic [2:0]             ARPROT,
    input  logic [3:0]             ARQOS,
    input  logic                   ARVALID,
    output logic                   ARREADY,
    output logic [ID_WIDTH-1:0]    RID,
    output logic [DATA_WIDTH-1:0]  RDATA,
    output logic [1:0]             RRESP,
    output logic                   RLAST,
    output logic                   RVALID,
    input  logic                   RREADY
);
    localparam MEM_DEPTH = 1024;
    logic [DATA_WIDTH-1:0] mem[0:MEM_DEPTH-1];
    logic [DATA_WIDTH-1:0] debug_mem;
    typedef enum logic [2:0] {
        W_IDLE, W_DATA, W_RESP_SENT
    } wstate_t;
    wstate_t wstate;
    logic [ADDR_WIDTH-1:0] waddr;
    logic [7:0]            wburst_cnt;
    logic [ID_WIDTH-1:0]   wid_reg;
    typedef enum logic [2:0] {
        R_IDLE, R_ADDR_ACCEPTED, R_DATA_RESP_SENT
    } rstate_t;
    rstate_t rstate;
    logic [ADDR_WIDTH-1:0] raddr;
    logic [7:0]            rburst_cnt;
    logic [ID_WIDTH-1:0]   rid_reg;
    always_ff @(posedge ACLK or negedge ARESETn) begin
        if (!ARESETn) begin
            wstate     <= W_IDLE;
            AWREADY    <= 1;
            WREADY     <= 0;
            BVALID     <= 0;
            rstate     <= R_IDLE;
            ARREADY    <= 1;
            RVALID     <= 0;
            RLAST      <= 0;
        end else begin
            case (wstate)
                W_IDLE: begin
                    if (AWVALID) begin
                        waddr       <= AWADDR;
                        wid_reg     <= AWID;
                        wburst_cnt  <= AWLEN;
                        AWREADY     <= 0;
                        WREADY      <= 1;
                        wstate      <= W_DATA;
                    end
                end
                W_DATA: begin
                    if (WVALID) begin
                        for (int i = 0; i < DATA_WIDTH/8; i++) begin
                            if (WSTRB[i]) begin
                                debug_mem[8*i +: 8] <= WDATA[8*i +: 8];
                            end else begin
                                debug_mem[8*i +: 8] <= 8'h00;
                            end
                        end
                        waddr <= waddr + 4;
                        if (WLAST || (wburst_cnt == 0)) begin
                            BRESP  <= 2'b00;   
                            BID    <= wid_reg;
                            BVALID <= 1;
                            wstate <= W_RESP_SENT;
                        end else begin
                            wburst_cnt <= wburst_cnt - 1;
                        end
                    end
                end
                W_RESP_SENT: begin
                    if (BREADY) begin
                        BVALID <= 0;
                        AWREADY <= 1;
                        wstate <= W_IDLE;
                    end
                end
            endcase
            case (rstate)
                R_IDLE: begin
                    if (ARVALID) begin
                        raddr       <= ARADDR;
                        rid_reg     <= ARID;
                        rburst_cnt  <= ARLEN;
                        ARREADY     <= 0;
                        rstate      <= R_DATA_RESP_SENT;
                    end
                end
                R_DATA_RESP_SENT: begin
                    if (RREADY) begin
                        if (RLAST || rburst_cnt == 0) begin
                            RVALID  <= 0;
                            RLAST   <= 0;
                            ARREADY <= 1;
                            rstate  <= R_IDLE;
                        end else begin
                            raddr      <= raddr + 4;
                            rburst_cnt <= rburst_cnt - 1;
                            RDATA      <= {raddr[DATA_WIDTH-1:16], 16'b0};
                            RVALID     <= 1;
                            RLAST      <= (rburst_cnt == 1);
                        end
                    end
                end
            endcase
        end
    end
endmodule

===== flow/run.sh =====
#!/bin/bash
# OpenROAD 26Q1-2900-gdf79404cd8, Yosys 0.63+post, stock flow scripts
make -C /OpenROAD-flow-scripts/flow DESIGN_CONFIG=/design/flow/config.mk WORK_HOME=/design/flow/orfs finish

==> metrics.csv <==
stage,metric,value,unit
setup_path,CP endpoint kind,flop,
synth,synthesized cell area,4210,um^2
routing,wire per inst,13.2,um
min_path,worst hold path depth,0,
routing,DR pass1 iterations,4,
synth,ys async rst share,13.6,%
synth,top cell type by total area after synthesis,edfxtp_1,
routing,remaining antenna violation count,0,
floorplan,Die H,120,um
routing,highest metal used,met4,
global_routing,total grt overflow,0,
run_status,outcome,finished clean,
setup_path,Worst setup SP type,input port,
clock_tree,clock slew at reported path FFs,50,ps
placed_design,"worst slack, placed",4100,ps
job,Tool Warnings,136,
clock_tree,Clock Tree Root,clkbuf_16,
synth,Syn Area/Cell,10.9,um^2
routing,DRC violations left,0,
routing,# diodes,0,
placed_design,GP Congestion,0.867,
finish,FILL cells,1294,
clock_tree,clk latency of the worst-skew pair,340,ps
final_timing,Setup Total Neg Slack,0,ps
global_routing,GRT Util Overall,12.2,%
setup_path,CP max stage delay,870,ps
routing,routed vias/inst,4.75,
clock_tree,H-tree Lvls,3,
finish,layout cells sized above 1,4.94,%
clock_tree,"Hold-fix buffers, CTS",0,
placed_design,placed wire-length estimate,5910,um
synth,mux share,1.52,%
clock_tree,Sink Count,81,
synth,ys flop type,edfxtp_1,
clock_tree,setup bufs post-CTS,0,
finish,dominant logic cell types in the final layout,"clkdlybuf4s50_1, edfxtp_1, nor2_1",
final_timing,setup ws final,4530,ps
final_timing,crit path time final,3270,ps
synth,Synthesized registers,81,
synth,YS chip area,4210,um^2
global_routing,first-pass GRT wire length,13500,um
power_and_ir_drop,"Power, Total",0.000949,W
synth,number of synthesized flops with an enable pin,70,
final_timing,relative slew slack,46.1,%
floorplan,fp_density,31.3,%
final_timing,Fin. Hold Viols,0,
finish,max reg flops,30,
synth,Main logic family,simple AND/OR/NAND/NOR gates,
routing,DR WL met2,3770,um
final_timing,cycle use final,41.9,%
final_timing,# setup viols final,0,
synth,Post-Synth AOI/OAI Area,10.2,%
final_timing,Final Max-Slew Violation Tally,0,
final_timing,unrepaired setup endpoints after global routing,false,
setup_path,worst reg-to-reg setup slack,5430,ps
clock_tree,TritonCTS Buffers,9,
synth,Top-area cell share,49.9,%
power_and_ir_drop,Static Leak,1.82,nW
synth,yosys simple share,17.6,%
floorplan,die area,14500,um^2
floorplan,row cnt,42,
clock_tree,CTS tree,done,
routing,wire length on met3,588,um
setup_path,Critical Path RT,7770,ps
synth,Post-synth seq share,56.6,%
final_timing,Fmax,306,MHz
final_timing,Final Hold Slack,417,ps
synth,Yosys Instances,385,
finish,Largest regs,"raddr (30), RDATA (16)",
power_and_ir_drop,Peak VDD IR,90.3,uV
synth,distinct lib cells,44,
power_and_ir_drop,PD cells,177,nW/um^2
job,max cap viols,0,
global_routing,largest net degree at the start of global routing,44,
synth,"XOR-XNOR Cells, Area Fraction",5.20,%
setup_path,Worst Path Max Fanout,16,
placed_design,PortBufs,83,
finish,Largest Register,raddr,
setup_path,CP Class,input port to flop,
floorplan,core area,13500,um^2
finish,Top cell excl fill/tap,clkdlybuf4s50_1,
clock_tree,clock buffer depth,2,
clock_tree,post_cts resized,0,
floorplan,I/O pin count,216,
routing,total wire length,8460,um
global_routing,initial antenna violation count,0,
synth,Synthesis Warnings,7,
setup_path,CP arrival,3230,ps
routing,drt first-iter violations,170,
routing,met1 WL,3950,um
synth,Post-Synthesis Cells,385,
setup_path,CP cell instances,clkdlybuf4s50_1 > o211ai_1 > a21oi_1,
final_timing,Fin Clk Skew,5.65,ps
routing,total number of vias,3047,
setup_path,highest-delay cell along the critical path,clkdlybuf4s50_1,
min_path,class of the worst hold path,flop to flop,
finish,area grow syn2layout,27.3,%
floorplan,Die Width,120,um
setup_path,reg2reg path depth,6,
global_routing,vias in the first global route,2825,
synth,adder share,1.78,%
final_timing,worst-margin pin slew,808,ps
synth,largest cells by area after synthesis,"edfxtp_1, buf_4, dfrtp_1",
-- layer usage --
metal | vias to the layer above | global-route usage (%)
li1 | 1544 | -
met1 | 1393 | 19.0
met2 | 97 | 18.5
met3 | 13 | 3.28
met4 | 0 | 1.70
met5 | - | 0
-- metrics by stage --
stage / cell area (um^2) / cells / util [%]
floorplan: 4300 / 408 / -
detailed placement: 5110 / 627 / 38.0
global placement: 5110 / 627 / 38.0
global route: 5360 / 642 / 39.9
CTS: 5360 / 642 / 39.9
finish: 5360 / 642 / 39.9
-- synth_stat cells, types with 3 or more instances --
cell type	number
nor3_1	5
and3_1	7
nor2_1	46
nand2_1	21
xor2_1	13
buf_4	24
nand3_1	13
nand2b_1	6
xnor2_1	12
dfrtp_1	7
edfxtp_1	70
clkbuf_1	13
inv_1	10
ha_1	6
nor4_1	4
mux2_2	3
o21ai_0	8
or4_1	14
nor3b_1	3
o31ai_1	11
nand4_1	7
a31oi_1	14
or3_1	3
and4_1	3
mux2i_1	3
a21oi_1	31
dfstp_2	4
-- logic make-up (layout without fill, tap and decap cells) --
group           Yosys count  in the layout
simple gates            142            142
flops                    81             81
mux                       6              6
fa+ha+maj                 6              6
compound gates           72             72
other cells               1             24
xor+xnor                 25             25
buf+inv                  52            110
-- worst max-delay path: cells and delay by family --
kind	cells	cell delay (ps)
AND-OR/OR-AND	2	800
buffers and inverters	1	870
-- final timing paths --
path                            endpoint           from
max                        wburst_cnt[4]        ARESETn
min                               BID[1]     wid_reg[1]
max reg2reg                    RDATA[20]  rburst_cnt[0]
min reg2reg                       BID[1]     wid_reg[1]
max in group asynchronous      rstate[1]        ARESETn
min in group asynchronous          RLAST        ARESETn
-- power breakdown --
| group | total [W] | internal [W] | leakage [nW] | switching (W) |
|---|---|---|---|---|
| clock | 0.000368 | 0.000211 | 0.124 | 0.000157 |
| sequential | 0.000501 | 0.000487 | 0.758 | 0.0000142 |
| combinational | 0.0000797 | 0.0000500 | 0.941 | 0.0000298 |
-- layout make-up --
| class | instances | area (um^2) | share of cell area, % |
|---|---|---|---|
| flip-flops and latches | 81 | 2380 | 44.5 |
| multi-input cells | 275 | 1620 | 30.2 |
| clock inverters | 4 | 21.3 | 0.397 |
| clock buffers | 11 | 233 | 4.34 |
| inverters | 10 | 37.5 | 0.700 |
| well taps | 176 | 220 | 4.11 |
| repair buffers | 85 | 846 | 15.8 |
Power is estimated from default activity; no workload was simulated.
