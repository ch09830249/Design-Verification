File: design/flow/design.v
bind sim_top ahb_protocol_sva bind_ahb_sva (
    .HCLK(vif.HCLK),
    .HRESETn(vif.HRESETn),
    .HADDR(vif.HADDR),
    .HWRITE(vif.HWRITE),
    .HSEL(vif.HSEL),
    .HTRANS(vif.HTRANS),
    .HBURST(vif.HBURST),
    .HSIZE(vif.HSIZE),
    .HWDATA(vif.HWDATA),
    .HMASTLOCK(vif.HMASTLOCK),
    .HRDATA(vif.HRDATA),
    .HREADY(vif.HREADY),
    .HRESP(vif.HRESP)
);
bind sim_top apb_protocol_sva bind_apb_sva (
    .PCLK(vif.PCLK),
    .PRESETn(vif.PRESETn),
    .PADDR(vif.PADDR),
    .PWRITE(vif.PWRITE),
    .PSEL(vif.PSEL),
    .PENABLE(vif.PENABLE),
    .PWDATA(vif.PWDATA),
    .PREADY(vif.PREADY),
    .PRDATA(vif.PRDATA),
    .PSLVERR(vif.PSLVERR)
);
bind sim_top axi_protocol_sva bind_axi_sva (
    .ACLK       (vif.ACLK),
    .ARESETn    (vif.ARESETn),
    .AWID       (vif.AWID),
    .AWADDR     (vif.AWADDR),
    .AWLEN      (vif.AWLEN),
    .AWSIZE     (vif.AWSIZE),
    .AWBURST    (vif.AWBURST),
    .AWVALID    (vif.AWVALID),
    .AWREADY    (vif.AWREADY),
    .WDATA      (vif.WDATA),
    .WSTRB      (vif.WSTRB),
    .WLAST      (vif.WLAST),
    .WVALID     (vif.WVALID),
    .WREADY     (vif.WREADY),
    .BID        (vif.BID),
    .BRESP      (vif.BRESP),
    .BVALID     (vif.BVALID),
    .BREADY     (vif.BREADY),
    .ARID       (vif.ARID),
    .ARADDR     (vif.ARADDR),
    .ARLEN      (vif.ARLEN),
    .ARSIZE     (vif.ARSIZE),
    .ARBURST    (vif.ARBURST),
    .ARVALID    (vif.ARVALID),
    .ARREADY    (vif.ARREADY),
    .RID        (vif.RID),
    .RDATA      (vif.RDATA),
    .RRESP      (vif.RRESP),
    .RLAST      (vif.RLAST),
    .RVALID     (vif.RVALID),
    .RREADY     (vif.RREADY)
);
interface axi_if #(
    parameter ADDR_WIDTH = 32,
    parameter DATA_WIDTH = 32,
    parameter ID_WIDTH   = 4,
    parameter USER_WIDTH = 4
)(
    input logic ACLK,
    input logic ARESETn
);
    logic [ID_WIDTH-1:0]     AWID;
    logic [ADDR_WIDTH-1:0]   AWADDR;
    logic [7:0]              AWLEN;
    logic [2:0]              AWSIZE;
    logic [1:0]              AWBURST;
    logic                    AWLOCK;
    logic [3:0]              AWCACHE;
    logic [2:0]              AWPROT;
    logic [3:0]              AWQOS;
    logic                    AWVALID;
    logic                    AWREADY;
    logic [DATA_WIDTH-1:0]   WDATA;
    logic [(DATA_WIDTH/8)-1:0] WSTRB;
    logic                    WLAST;
    logic                    WVALID;
    logic                    WREADY;
    logic [ID_WIDTH-1:0]     BID;
    logic [1:0]              BRESP;
    logic                    BVALID;
    logic                    BREADY;
    logic [ID_WIDTH-1:0]     ARID;
    logic [ADDR_WIDTH-1:0]   ARADDR;
    logic [7:0]              ARLEN;
    logic [2:0]              ARSIZE;
    logic [1:0]              ARBURST;
    logic                    ARLOCK;
    logic [3:0]              ARCACHE;
    logic [2:0]              ARPROT;
    logic [3:0]              ARQOS;
    logic                    ARVALID;
    logic                    ARREADY;
    logic [ID_WIDTH-1:0]     RID;
    logic [DATA_WIDTH-1:0]   RDATA;
    logic [1:0]              RRESP;
    logic                    RLAST;
    logic                    RVALID;
    logic                    RREADY;
endinterface
module tlul_get_slave (
  input  logic        clk,
  input  logic        rst_n,
  input  logic        a_valid,
  output logic        a_ready,
  input  logic [2:0]  a_opcode,
  input  logic [2:0]  a_param,
  input  logic [3:0]  a_size,
  input  logic [3:0]  a_mask,
  input  logic [31:0] a_address,
  input  logic [31:0] a_data,
  input  logic [2:0]  a_source,
  output logic        d_valid,
  input  logic        d_ready,
  output logic [2:0]  d_opcode,
  output logic [2:0]  d_param,
  output logic [3:0]  d_size,
  output logic [31:0] d_data,
  output logic [2:0]  d_source,
  output logic [1:0]  d_sink
);
  typedef logic [31:0] mem_t;
  mem_t mem [0:255];
  logic [31:0] rdata_reg;
  logic [2:0]  r_source;
  logic        resp_pending;
  assign a_ready = !resp_pending;
  assign d_valid = resp_pending;
  assign d_opcode = 4;         
  assign d_param  = 0;
  assign d_size   = 4;         
  assign d_data   = rdata_reg;
  assign d_source = r_source;
  assign d_sink   = 0;
  always_ff @(posedge clk or negedge rst_n) begin
    if (!rst_n) begin
      rdata_reg    <= 0;
      r_source     <= 0;
      resp_pending <= 0;
    end 
    else begin
      if (!resp_pending) begin   
        if (a_valid && a_ready && a_opcode == 4) begin
          rdata_reg[7:0]   = a_mask[0] ? 8'h4F : 8'h00;
          rdata_reg[15:8]  = a_mask[1] ? 8'h3C : 8'h00;
          rdata_reg[23:16] = a_mask[2] ? 8'h2B : 8'h00;
          rdata_reg[31:24] = a_mask[3] ? 8'h1A : 8'h00;
          r_source     <= a_source;
          resp_pending <= 1;             
        end
      end 
      else begin
        if (d_valid && d_ready) begin    
          resp_pending <= 0;
        end
      end
    end
  end
endmodule
File: design/flow/run.sh
#!/bin/bash
# OpenROAD 26Q1-2900-gdf79404cd8, Yosys 0.63+post, stock flow scripts
make -C /OpenROAD-flow-scripts/flow DESIGN_CONFIG=/design/flow/config.mk WORK_HOME=/design/flow/orfs finish
File: design/flow/config.mk
export PLATFORM = sky130hd
export DESIGN_NAME = tlul_get_slave
export DESIGN_NICKNAME = tlul_get_slave
export VERILOG_FILES = /design/flow/design.v
export SDC_FILE = /design/flow/constraint.sdc
export NUM_CORES = 4
export LEC_CHECK = 1
export CORE_AREA = 10 10 70 70
export DIE_AREA = 0 0 80 80
File: design/flow/constraint.sdc
current_design tlul_get_slave

set clk_period 1.8
set clk_io_pct 0.2

create_clock -name clk0 -period $clk_period [get_ports {clk}]

set non_clock_inputs [all_inputs -no_clocks]
set_input_delay [expr $clk_period * $clk_io_pct] -clock clk0 $non_clock_inputs
set_output_delay [expr $clk_period * $clk_io_pct] -clock clk0 [all_outputs]
==> results.cfg <==
; generated from flow reports
[synthesis]
yosysTopAreaCellShare = 0.482
syn_area_um2 = 623
synthCells = 61
yosysWarningCount = 1
ys_area_um2 = 623
synth_cell_types = 8
yosysSeqAreaShare = 0.321
yosysTopAreaCell = buf_4
syn-mean-instance-area_um2 = 10.2
ys_cells = 61
synth-seq-cells = 8
topCellsByArea = buf_4, dfrtp_1, mux2_2

[grt]
grt_pass1_wl_um = 1990
grt_pass1_vias = 434
antenna_found_initial = 0
gr-usage-all-layers = 0.0370
overflow = 0
grt_max_degree = 9

[final_layout]
mostFrequentLayoutCells = clkdlybuf4s50_1, conb_1, dfrtp_1
synthToLayoutAreaGrowth_pct = 34.9
nFillCells = 369
finalInstanceArea_um2 = 841
drive_gt1_frac = 0.143
utilization = 0.246
layout_top_cell = clkdlybuf4s50_1
largest_register_ff_count = 4

[pwr]
power.total_uw = 647
p_leak_nw = 0.372
p_per_area_nw_per_um2 = 769
ir_drop_mv = 0.152

[clock_network]
cts_max_level = 1
cts_setup_buffers = 0
cts_resized = 0
clkTransAtPathRegs_ps = 50
clock_latency_ps = 250
cts_buffers = 3
postCtsHoldBufs = 0
clockRootBuffer = clkbuf_4
cts_tree = yes
cts_num_sinks = 8
clock_path_buffers = 2

[die]
fp_util = 0.182
ios = 134
chipArea_um2 = 6400
num_rows = 21
die_w_um = 80
core_um2 = 3420
die_h_um = 80

[placed_design]
pre_cts_ws_ps = 208
dp_hpwl_um = 1290
portBuffers = 34
place_area_um2 = 818
gp_congestion = 0.706

[job]
tool_warnings = 96
maxCapViolCount = 0

[timing]
setup_slack_ps = 205
clock.fmax_mhz = 627
period_needed_ps = 1600
slew_viol_final = 0
rsz0062_at_grt = no
tns_ps = 0
finClkSkew_ps = 3.35
setup_viol = 0
period_used_share = 0.886
hold_viol = 0

[routing]
firstDrtPassIters = 2
insertedDiodeCount = 0
routed_wl_um = 1410
vias = 370
vias_per_cell = 2.85
drc = 0
post_drt_wl_per_cell_um = 10.8
ant_nets = 0
drt-initial-drc-count = 1

[hold_path]
hp-class = primary input to async pin

[setup_path]
max_stage_delay_ps = 490
cp.arrival_ps = 1240
crit_family = buffers and inverters
cp_slowest_cell = clkdlybuf4s50_1
required_ps = 1440
path_class = flip-flop to primary output
crit_fanout = 3
crit_chain = inv_1, clkdlybuf4s50_1
critPathLaunchType = flip-flop
path_buffers = 2
end_kind = primary output

[run_status]
status = completed
-- report_power, final --
group / switching, mW / internal (mW) / leakage, nW
Sequential: 0.0328 / 0.220 / 0.0978
Clock: 0.0551 / 0.0759 / 0.0138
Combinational: 0.0397 / 0.223 / 0.261
-- per-stage QoR --
| step | cells | hold WS, ps |
|---|---|---|
| after floorplan | 87 | 64.4 |
| after global placement | 127 | 489 |
| after detailed placement | 127 | 504 |
| after CTS | 130 | 394 |
| after global routing | 130 | 387 |
| final | 130 | 389 |
-- Yosys cell counts --
library cell and count:
buf_4 40, nor2_2 1, inv_1 1, nand4_4 1, conb_1 2, dfrtp_1 8
mux2_2 7, o21ai_0 1
-- routing by layer --
metal,GRT usage,vias to the layer above,share of wire
li1,-,170,-
met1,0.0426,159,0.40
met2,0.0578,39,0.42
met3,0.0227,2,0.16
met4,0.00704,0,0.011
met5,0,-,0
-- layout make-up --
type / instances / area, um2 / area share
Multi-Input combinational cell: 38 / 216 / 0.257
Inverter: 1 / 3.75 / 0.00446
Sequential cell: 8 / 200 / 0.238
Timing Repair Buffer: 34 / 340 / 0.405
Tap cell: 46 / 57.6 / 0.0685
Clock buffer: 3 / 22.5 / 0.0268
-- worst register-to-register path, stage by stage (launching register included) --
cell,delay [ps]
dfrtp_1,380
inv_1,120
nand4_4,190
mux2_2,320
-- worst paths after layout --
check / startpoint / end / slack [ps] / cells past startpoint
min: rst_n / r_source[0] / 390 / 1
min reg2reg: r_source[0] / r_source[0] / 510 / 1
max in group asynchronous: rst_n / rdata_reg[27] / 1150 / 1
max: resp_pending / a_ready / 200 / 2
max reg2reg: resp_pending / rdata_reg[27] / 670 / 3
min in group clk0: r_source[0] / r_source[0] / 510 / 1
-- cells by family after synthesis --
group / Yosys count / share of synthesized area
buf+inv: 41 / 0.488
flops: 8 / 0.321
mux: 7 / 0.127
simple gates: 2 / 0.0442
other cells: 2 / 0.0121
compound gates: 1 / 0.00802
Power and IR drop assume default switching activity.
