--- run.sh ---
#!/bin/bash
# OpenROAD 26Q1-2900-gdf79404cd8, Yosys 0.63+post, stock flow scripts
make -C /OpenROAD-flow-scripts/flow DESIGN_CONFIG=/design/flow/config.mk WORK_HOME=/design/flow/orfs finish
--- config.mk ---
export PLATFORM = sky130hd
export DESIGN_NAME = simple_fifo
export DESIGN_NICKNAME = simple_fifo
export VERILOG_FILES = /design/flow/design.v
export SDC_FILE = /design/flow/constraint.sdc
export NUM_CORES = 4
export LEC_CHECK = 1
export CORE_UTILIZATION = 30
--- constraint.sdc ---
current_design simple_fifo

set clk_period 4.2
set clk_io_pct 0.2

create_clock -name clk0 -period $clk_period [get_ports {clk}]

set non_clock_inputs [all_inputs -no_clocks]
set_input_delay [expr $clk_period * $clk_io_pct] -clock clk0 $non_clock_inputs
set_output_delay [expr $clk_period * $clk_io_pct] -clock clk0 [all_outputs]
--- design.v ---
bind sim_top ahb_protocol_sva bind_ahb_sva (
    .HCLK(vif.HCLK),
    .HRESETn(vif.HRESETn),
    .HADDR(vif.HADDR),
    .HWRITE(vif.HWRITE),
    .HSEL(vif.HSEL),
    .HTRANS(vif.HTRANS),
    .HBURST(vif.HBURST),
    .HSIZE(vif.HSIZE),
    .HWDATA(vif.HWDATA),
    .HMASTLOCK(vif.HMASTLOCK),
    .HRDATA(vif.HRDATA),
    .HREADY(vif.HREADY),
    .HRESP(vif.HRESP)
);
bind sim_top apb_protocol_sva bind_apb_sva (
    .PCLK(vif.PCLK),
    .PRESETn(vif.PRESETn),
    .PADDR(vif.PADDR),
    .PWRITE(vif.PWRITE),
    .PSEL(vif.PSEL),
    .PENABLE(vif.PENABLE),
    .PWDATA(vif.PWDATA),
    .PREADY(vif.PREADY),
    .PRDATA(vif.PRDATA),
    .PSLVERR(vif.PSLVERR)
);
bind sim_top axi_protocol_sva bind_axi_sva (
    .ACLK       (vif.ACLK),
    .ARESETn    (vif.ARESETn),
    .AWID       (vif.AWID),
    .AWADDR     (vif.AWADDR),
    .AWLEN      (vif.AWLEN),
    .AWSIZE     (vif.AWSIZE),
    .AWBURST    (vif.AWBURST),
    .AWVALID    (vif.AWVALID),
    .AWREADY    (vif.AWREADY),
    .WDATA      (vif.WDATA),
    .WSTRB      (vif.WSTRB),
    .WLAST      (vif.WLAST),
    .WVALID     (vif.WVALID),
    .WREADY     (vif.WREADY),
    .BID        (vif.BID),
    .BRESP      (vif.BRESP),
    .BVALID     (vif.BVALID),
    .BREADY     (vif.BREADY),
    .ARID       (vif.ARID),
    .ARADDR     (vif.ARADDR),
    .ARLEN      (vif.ARLEN),
    .ARSIZE     (vif.ARSIZE),
    .ARBURST    (vif.ARBURST),
    .ARVALID    (vif.ARVALID),
    .ARREADY    (vif.ARREADY),
    .RID        (vif.RID),
    .RDATA      (vif.RDATA),
    .RRESP      (vif.RRESP),
    .RLAST      (vif.RLAST),
    .RVALID     (vif.RVALID),
    .RREADY     (vif.RREADY)
);
interface axi_if #(
    parameter ADDR_WIDTH = 32,
    parameter DATA_WIDTH = 32,
    parameter ID_WIDTH   = 4,
    parameter USER_WIDTH = 4
)(
    input logic ACLK,
    input logic ARESETn
);
    logic [ID_WIDTH-1:0]     AWID;
    logic [ADDR_WIDTH-1:0]   AWADDR;
    logic [7:0]              AWLEN;
    logic [2:0]              AWSIZE;
    logic [1:0]              AWBURST;
    logic                    AWLOCK;
    logic [3:0]              AWCACHE;
    logic [2:0]              AWPROT;
    logic [3:0]              AWQOS;
    logic                    AWVALID;
    logic                    AWREADY;
    logic [DATA_WIDTH-1:0]   WDATA;
    logic [(DATA_WIDTH/8)-1:0] WSTRB;
    logic                    WLAST;
    logic                    WVALID;
    logic                    WREADY;
    logic [ID_WIDTH-1:0]     BID;
    logic [1:0]              BRESP;
    logic                    BVALID;
    logic                    BREADY;
    logic [ID_WIDTH-1:0]     ARID;
    logic [ADDR_WIDTH-1:0]   ARADDR;
    logic [7:0]              ARLEN;
    logic [2:0]              ARSIZE;
    logic [1:0]              ARBURST;
    logic                    ARLOCK;
    logic [3:0]              ARCACHE;
    logic [2:0]              ARPROT;
    logic [3:0]              ARQOS;
    logic                    ARVALID;
    logic                    ARREADY;
    logic [ID_WIDTH-1:0]     RID;
    logic [DATA_WIDTH-1:0]   RDATA;
    logic [1:0]              RRESP;
    logic                    RLAST;
    logic                    RVALID;
    logic                    RREADY;
endinterface
module simple_fifo #(
    parameter DATA_WIDTH = 8,
    parameter DEPTH = 16,
    parameter ADDR_WIDTH = 4  
)(
    input  logic                  clk,
    input  logic                  rst,
    input  logic                  wr_en,
    input  logic                  rd_en,
    input  logic [DATA_WIDTH-1:0] din,
    output logic [DATA_WIDTH-1:0] dout,
    output logic                  full,
    output logic                  empty
);
    logic [DATA_WIDTH-1:0] mem [0:DEPTH-1];
    logic [ADDR_WIDTH-1:0] wr_ptr, rd_ptr;
    logic [ADDR_WIDTH:0]   count;
    always_ff @(posedge clk or posedge rst) begin
        if (rst) begin
            wr_ptr <= 0;
        end else if (wr_en && !full) begin
            mem[wr_ptr] <= din;
            wr_ptr <= wr_ptr + 1;
        end
    end
    always_ff @(posedge clk or posedge rst) begin
        if (rst) begin
            rd_ptr <= 0;
            dout   <= 0;
        end else if (rd_en && !empty) begin
            dout <= mem[rd_ptr];
            rd_ptr <= rd_ptr + 1;
        end
    end
    always_ff @(posedge clk or posedge rst) begin
        if (rst) begin
            count <= 0;
        end else begin
            case ({wr_en && !full, rd_en && !empty})
                2'b10: count <= count + 1;  
                2'b01: count <= count - 1;  
                default: count <= count;    
            endcase
        end
    end
    assign full  = (count == DEPTH);
    assign empty = (count == 0);
endmodule
==> results.cfg <==
; generated from flow reports
[status]
status = finished clean

[detailed_routing]
drtIter0Drc = 252
vias = 3500
final_antenna_net_count = 0
drc = 0
first_pass_iters = 4
post_drt_via_cell_ratio = 4.91
n_antenna_cell = 0
wl_per_cell_um = 18.5
drt-total-wl_mm = 13.2

[synth]
synth.top_cells.by_area = edfxtp_1, dfrtp_1, ha_1
ys_warn_count = 2
yosysChipArea_mm2 = 0.00609
ys_cells = 404
syn_area_per_cell_um2 = 15.1
synth-main-ff-cell = edfxtp_1
synth_flops = 149
ys_async_sr_fraction_pct = 14.1
netlist_area_mm2 = 0.00609
top_area_cell = edfxtp_1
yosysTopAreaCellShare_pct = 63.2
edf_count = 128
ys_types = 54
syn_inst = 404
ys_seq_share_pct = 71.8

[floorplanning]
dieHeight_um = 144
fp.coreArea_mm2 = 0.0197
die_w_um = 144
chipArea_mm2 = 0.0209
rows = 51
pin_count = 22
fp_util_pct = 31.0

[clock_tree]
cts_buffers = 17
cts.clk_slew.worst_paths_ns = 0.06
htreeDepth = 4
cts_resized = 0
clock_path_buffers = 2
holdBufCountCts = 0
cts_sinks = 149
cts_tree = yes
clock.latency.late_pin_ns = 0.41
cts_setup_buffers = 0
root_buffer = clkbuf_16

[worst_setup_path]
endpoint_kind = flip-flop
crit_arrival_ns = 3.64
required_ns = 4.49
crit_fanout = 15
critPathKind = flip-flop to flip-flop
critPathLaunchType = flip-flop

[place]
place_congestion = 0.843
portBuffers = 21
hpwlAfterDp_mm = 8.40

[pwr]
internal_power_mw = 3.12
power.combinational.fraction_pct = 32.7
power_frac_seq_pct = 40.6
p_sw_share_pct = 33.2
ir_drop_mv = 0.312
leakagePower_nw = 2.43
p_clk_share_pct = 26.7
switching_power_mw = 1.55
power-per-cell-area_mw_per_mm2 = 655

[final_timing]
setup_viol = 0
clock.fmax_ghz = 0.298
worst_pin_slew_ns = 0.819
fin_crit_ns = 3.35
rsz0062_at_grt = no
period_used_pct = 79.8
skew_ns = 0.00568
setup_tns_ns = 0
hold_viol_final = 0
finalMaxSlewViolations = 0
max_slew_margin_pct = 45.2

[grt]
grt_first_pass_wirelength_mm = 20.4
overflow = 0
antenna_found_initial = 0
grt_usage_pct = 14.1
grt_pass1_vias = 3697
grt_max_degree = 40

[job]
maxCapViolCount = 0
warning_count = 31

[final_layout]
utilization_pct = 36.3
areaGrowthSynthToFinish_pct = 17.2
fillers = 1846
drive_above_1_share_pct = 12.1

[worst_hold_path]
hold_path.class = flip-flop to flip-flop
## stage by stage
step	std cells	instance area, um^2	power [mW]	setup slack (ns)	hold slack (ns)
global placement	684	6660	3.43	0.809	0.468
floorplan	404	6090	2.94	1.08	0.425
detailed placement	684	6660	3.44	0.739	0.473
global route	713	7140	4.97	0.722	0.513
CTS	713	7140	4.71	0.846	0.486
finish	713	7140	4.67	0.849	0.479
## synth_stat cells (4+ instances only)
| cell | n |
|---|---|
| nor2_1 | 23 |
| nor3_1 | 10 |
| ha_1 | 12 |
| o21ai_1 | 4 |
| nand2b_1 | 6 |
| buf_2 | 10 |
| dfrtp_1 | 21 |
| a221o_1 | 4 |
| nor2b_1 | 5 |
| inv_1 | 12 |
| nand3_1 | 4 |
| a2111oi_0 | 4 |
| buf_1 | 5 |
| nand2_1 | 26 |
| o21ai_2 | 4 |
| o22ai_1 | 4 |
| a21oi_1 | 11 |
| a222oi_1 | 4 |
| a22oi_1 | 9 |
| edfxtp_1 | 128 |
| a221oi_1 | 16 |
| xor2_1 | 4 |
| o21ai_0 | 10 |
| mux2i_1 | 11 |
| clkbuf_1 | 9 |
| xnor2_1 | 5 |
## logic make-up after synthesis
logic type | count (synthesis) | synth area share (%)
AND-OR/OR-AND | 96 | 12.1
XOR/XNOR | 10 | 1.56
adder cells (fa/ha/maj) | 13 | 2.80
buffers and inverters | 38 | 2.71
flip-flops | 149 | 71.8
multiplexers | 14 | 2.55
AND/OR/NAND/NOR | 84 | 6.48
## area by class of cell
class / instances / area (um^2) / share of cell area, %
Clock buffer: 21 / 440 / 6.17
Clock inverter: 8 / 38.8 / 0.544
Inverter: 13 / 51.3 / 0.719
Multi-Input combinational cell: 217 / 1550 / 21.7
Sequential cell: 149 / 4370 / 61.2
Tap cell: 265 / 332 / 4.65
Timing Repair Buffer: 40 / 353 / 4.94
## flip-flops by register name, summed over array words and instances (netlist names)
signal / count
mem: 128
dout: 8
count: 5
rd_ptr: 4
wr_ptr: 4
## placed cells by master (no fill, tap or decap), types with 5 or more instances in the layout
| cell type | synthesis | routed |
|---|---|---|
| nand2b_1 | 6 | 6 |
| nand2_1 | 26 | 26 |
| nor3_1 | 10 | 10 |
| xnor2_1 | 5 | 5 |
| inv_1 | 12 | 12 |
| clkbuf_16 | 0 | 17 |
| a22oi_1 | 9 | 9 |
| nor2_1 | 23 | 23 |
| ha_1 | 12 | 12 |
| buf_4 | 0 | 19 |
| dfrtp_1 | 21 | 21 |
| a221oi_1 | 16 | 16 |
| a21oi_1 | 11 | 11 |
| edfxtp_1 | 128 | 128 |
| mux2i_1 | 11 | 11 |
| nor2b_1 | 5 | 5 |
| clkdlybuf4s50_1 | 0 | 21 |
| o21ai_0 | 10 | 10 |
## power by group through the flow
stage	Combinational, mW	Sequential (mW)	Clock, mW
final	1.53	1.90	1.25
after global routing	1.71	1.92	1.34
after CTS	1.53	1.90	1.28
## layer usage
layer	routed length, um	vias to the layer above	GRT usage, %
li1	-	1634	-
met1	5360	1696	18.1
met2	6140	157	21.4
met3	1520	13	8.13
met4	157	0	2.77
met5	0	-	0
## critical path: stages, from the launching register on
cell	delay, ns
dfrtp_1	0.41
or4_1	0.65
o21ai_4	0.34
inv_4	0.16
ha_1	0.27
ha_1	0.34
nor2b_1	0.14
o21ai_0	0.22
a21oi_1	0.10
or3b_2	0.45
xnor2_1	0.13
## path summary, 6_finish.rpt
path                        endpoint  slack (ns)  depth (start not counted)  startpoint
max reg2reg                 count[4]        0.85                         10    count[0]
min                          dout[6]        0.48                          1     dout[6]
min in group asynchronous   count[3]        0.93                          2         rst
max in group asynchronous  rd_ptr[3]        2.79                          2         rst
max                         count[4]        0.85                         10    count[0]
min reg2reg                  dout[6]        0.48                          1     dout[6]
Power figures rest on the tool's default switching activity, not on a simulated workload.
